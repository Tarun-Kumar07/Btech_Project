File: flow/config.mk
export PLATFORM = sky130hd
export DESIGN_NAME = nrn
export DESIGN_NICKNAME = nrn
export VERILOG_FILES = /design/flow/design.v
export SDC_FILE = /design/flow/constraint.sdc
export NUM_CORES = 4
export LEC_CHECK = 1
export CORE_UTILIZATION = 50
File: flow/constraint.sdc
current_design nrn

set clk_period 32.8
set clk_io_pct 0.2

create_clock -name clk0 -period $clk_period

set non_clock_inputs [all_inputs -no_clocks]
set_input_delay [expr $clk_period * $clk_io_pct] -clock clk0 $non_clock_inputs
set_output_delay [expr $clk_period * $clk_io_pct] -clock clk0 [all_outputs]
File: flow/design.v
`timescale 1ns / 1ps
  module nrn(
    input reg flag_in,
    input clock,
    input reset,
    input reg [34:0] vmembrane,
    input [34:0] in,
    output reg [34:0]out,
    output reg [34:0] mem_out,
    output reg flag_out
    );
    reg [34:0] beta=35'b00010110011001100110011001100110011;
    reg [34:0] vrest = 35'h4;
    reg [34:0] vleak = 35'h1;
reg [34:0] vth = 35'b0;
    reg [34:0] vmin=35'h1;
    reg [34:0] vrise=2;
    reg [1:0] delay = 0;
    parameter refrac_prd=2;
    parameter Q = 32;
	parameter N = 35;
	 reg [N-1:0]	temp ;
	 reg [2*N-1:0]	r_result;		 
  task qadd(input [N-1:0] a, input [N-1:0] b, output [N-1:0] res);
	if(a[N-1] == b[N-1]) begin						 
		res[N-2:0] = a[N-2:0] + b[N-2:0];		 
		res[N-1] = a[N-1];							 
		end												 
	else if(a[N-1] == 0 && b[N-1] == 1) begin		 
		if( a[N-2:0] > b[N-2:0] ) begin					 
			res[N-2:0] = a[N-2:0] + b[N-2:0];			 
			res[N-1] = 0;										 
			end
		else begin												 
			res[N-2:0] = b[N-2:0] + a[N-2:0];			 
			if (res[N-2:0] == 0)
				res[N-1] = 0;										 
			else
				res[N-1] = 1;										 
			end
		end
	else begin												 
		if( a[N-2:0] > b[N-2:0] ) begin					 
			res[N-2:0] = a[N-2:0] + b[N-2:0];			 
			if (res[N-2:0] == 0)
				res[N-1] = 0;										 
			else
				res[N-1] = 1;										 
			end
		else begin												 
			res[N-2:0] = b[N-2:0] + a[N-2:0];			 
			res[N-1] = 0;										 
			end
		end
endtask    
  task qmult(input [N-1:0] i_multiplier, output	[N-1:0]	o_result);
		r_result = beta[N-2:0] * i_multiplier[N-2:0];	 
		o_result[N-1] = beta[N-1] ^ i_multiplier[N-1];	 
		o_result[N-2:0] = r_result[N-2+Q:Q];								 
endtask
    always @(flag_in) begin
    out=0;
    mem_out=0;
    temp=0;
    if (flag_in) 
    begin
    if (vmembrane[N-2:0]<=vth || vmembrane[N-1]==1) begin
    delay=0;
    qmult(vmembrane,temp);
    qadd(temp,in,vmembrane);
        if (vmembrane[N-1]==0 && vmembrane[N-2:0] > vth[N-2:0]) begin
          temp=vth;
          temp[N-2:0]=~temp[N-2:0]+35'b00000000000000000000000000000000001;
          temp[N-1]=1;
          qadd(vmembrane,temp,vmembrane);
          out = 1;
        end
    end
   else if (vmembrane[N-1]==0 && vmembrane[N-2:0] > vth[N-2:0]) begin
   out=1;
   qmult(vmembrane,vmembrane);
   end
        flag_out=1;
        mem_out=vmembrane;
    end
  end
endmodule
File: flow/run.sh
#!/bin/bash
# OpenROAD 26Q1-2900-gdf79404cd8, Yosys 0.63+post, stock flow scripts
make -C /OpenROAD-flow-scripts/flow DESIGN_CONFIG=/design/flow/config.mk WORK_HOME=/design/flow/orfs finish
==> reports/qor.txt <==
outcome - aborted with a tool error
stopping stage - synthesis
first error - ERROR: Found 35 problems in 'check -assert'.
yosys cell count - 2568
Synthesis Warnings - 1
number of enable flip-flop cells - 0
Unique cell types - 74
synth top area cells - fa_1 35%, ha_1 28%, inv_1 9.7%, a21oi_1 2.6%, dlxtp_1 2.2%
cell type with the largest total area - fa_1
most common cell in the synthesized netlist - inv_1
Mux area share - 0.356%
Dominant comb cell - adder cells
main flop type - dlxtp_1
Synth top cells by count - 610 x inv_1, 518 x ha_1, 406 x fa_1
AO/OA Area Share - 10.1%
Async SR Flop Fraction - 0%
simple share - 10.2%
XORs/XNORs by Area - 3.60%
yosys adder share - 62.1%
Synth flops - 35
Chip Area, Yosys - 0.0235 mm^2
Max-area cell share - 34.5%
-- cells by family after synthesis --
family,count (synthesis)
AND-OR/OR-AND,365
XOR/XNOR,96
adder cells (fa/ha/maj),924
buffers and inverters,683
latches,35
multiplexers,8
other,2
AND/OR/NAND/NOR,455
